==> flow/design.v <==
`timescale 1ns / 1ps
module counter(
    input clk,
    output rollover
    );
    parameter n = 16;
    parameter k = 200;
    logic [n-1:0] count;
    initial begin
        count <= 0;
    end
    always @ (posedge clk) begin
            if (count == k - 1)
                count <= 0;
            else
                count <= count + 1;
    end
    assign rollover = (count == k - 1);
endmodule
`timescale 1ns / 1ps
module matrix(
    input CLK100MHZ,
    output logic A,    
    output logic B, 
    output logic C, 
    output logic D, 
    output logic E, 
    output logic CLK,    
    output logic R1, 
    output logic G1, 
    output logic B1, 
    output logic R2, 
    output logic G2, 
    output logic B2, 
    output logic OE, 
    output logic LAT  
    );
    logic clk100KHz;
    counter #(.n(10), .k(1000)) matrixClock (
        .clk(CLK100MHZ),
        .rollover(clk100KHz)
    );
    logic [4:0] address;
    logic [6:0] shift_count;
    initial begin
        CLK <= 0;
        OE <= 0;
        LAT <= 0;
        address <= 0;
        shift_count <= 0;
    end
    always @(posedge clk100KHz) begin
        if (shift_count < 64) begin
            CLK <= 1;
            R1 <= 0;
            G1 <= 1;
            B1 <= 0;
            R2 <= 0;
            G2 <= 1;
            B2 <= 0;
            CLK <= 0;
            shift_count += 1;
        end else begin
            shift_count <= 0;
            OE <= 1;
            A <= address[0];
            B <= address[1];
            C <= address[2];
            D <= address[3];
            E <= address[4];
            if (address == 31) begin
                address <= 0;
            end else begin
                address += 1;
            end
            LAT <= ~LAT;
            OE <= 0;
        end
    end
endmodule
==> flow/run.sh <==
#!/bin/bash
# OpenROAD 26Q1-2900-gdf79404cd8, Yosys 0.63+post, stock flow scripts
make -C /OpenROAD-flow-scripts/flow DESIGN_CONFIG=/design/flow/config.mk WORK_HOME=/design/flow/orfs finish
==> flow/config.mk <==
export PLATFORM = sky130hd
export DESIGN_NAME = matrix
export DESIGN_NICKNAME = matrix
export VERILOG_FILES = /design/flow/design.v
export SDC_FILE = /design/flow/constraint.sdc
export NUM_CORES = 4
export LEC_CHECK = 1
export CORE_AREA = 10 10 93 93
export DIE_AREA = 0 0 103 103
==> flow/constraint.sdc <==
current_design matrix

set clk_period 3.9
set clk_io_pct 0.2

create_clock -name clk0 -period $clk_period [get_ports {CLK100MHZ}]

set non_clock_inputs [all_inputs -no_clocks]
set_input_delay [expr $clk_period * $clk_io_pct] -clock clk0 $non_clock_inputs
set_output_delay [expr $clk_period * $clk_io_pct] -clock clk0 [all_outputs]
==> flow_summary.toml <==
# yosys + openroad results
[timing]
max_freq_ghz = 0.739
finalWorstPathRequiredPeriod_ns = 1.35
worstMarginPinSlew_ns = 0.682
timing.final.setup_violations = 0
finalHoldViolations = 0
worst_clock_skew_ns = 0.00284
finalCritPeriodShare = 0.347
grt_setup_unrepaired = "false"
final_slew_viol_count = 0
whs_ns = 0.458
untimed_endpoints = 35
final.setup.tns_ns = 0
count_of_unclocked_register_or_latch_pins = 18
slew-limit-headroom = 0.544

[power_and_ir_drop]
power.sequential.fraction = 0.500
power.clock.fraction = 0.498
power_switching_uw = 35.4
switching_share = 0.173
cellInternalPower_uw = 170
ir_drop_worst_vdd_mv = 0.0728
cellPowerDensity_nw_per_um2 = 153
leakage_uw = 0.000509
power.share.combinational = 0.002

[cells_and_area]
nFillCells = 724
reg_area_sq_um = 671
area.growth.synth_to_final_pct = 14.7
final_layout_size_suffix_gt1_frac = 0.0973
area.combinational_sq_um = 454

[synthesis]
synth_largest_type_area_fraction = 0.291
top_area_cell = "sky130_fd_sc_hd__dfxtp_1"
ys_seq_frac = 0.573
edf_count = 11
synth_chip_area_sq_um = 1170
yosys_cells = 105
avgSynthCellArea_sq_um = 11.1
synth.cell_area_sq_um = 1170
synth_cell_types = 30
post_synth_most_frequent_cells = "sky130_fd_sc_hd__dfxtp_1, sky130_fd_sc_hd__edfxtp_1, sky130_fd_sc_hd__nor2_1, sky130_fd_sc_hd__buf_4, sky130_fd_sc_hd__nand3_1"
yosysMostFrequentCell = "sky130_fd_sc_hd__dfxtp_1"
ys.warnings.count = 2
synth_flops = 28
asyncSetResetFlopFracSynth = 0
count_of_mapped_cells_out_of_synthesis = 105
ys_dominant_reg_cell = "sky130_fd_sc_hd__dfxtp_1"
netlist_top_cells_area = "sky130_fd_sc_hd__dfxtp_1, sky130_fd_sc_hd__edfxtp_1, sky130_fd_sc_hd__buf_4, sky130_fd_sc_hd__ha_1, sky130_fd_sc_hd__nand3_1"

[clocking]
cts_tree = "yes"
postCtsSetupBuffers = 0
clock_tree.htree_level_count = 1
root_buffer = "sky130_fd_sc_hd__clkbuf_8"
cts.reportedPaths.clkPinSlew_ns = 0.04
post_cts_hold_fix_bufs = 0
clock.latency.late_pin_ns = 0.23
post_cts_resize_count = 0
ctsLongestPathBuffers = 2
number_of_buffers_added_by_the_clock_tree_synthesis_step = 3

[routing]
avgViaCountPerCell = 3.64
dr.first_iter.drc_count = 26
drt-pass1-iter-count = 4
num_vias = 703
wl_per_cell_um = 8.39
remaining_drc_errors = 0
drt_wl_total_um = 1620
ant_nets = 0
diodes = 0

[setup_path]
critical-path-slowest-cell = "sky130_fd_sc_hd__dfxtp_1"
cp_data_arrival_time_ns = 1.46
worstPathCellList = "ha_1, nand3b_1, nor3_2, buf_4, nor2b_1"
critPathMaxFanout = 24
crit_family = "flip-flops"
critical_path_required_ns = 4.01
cp-end-kind = "flop"
cpPeakStageDelay_ns = 0.37
critical_path.startpoint_type = "flop"
crit_type = "reg -> reg"
cp_num_buf_inv = 1

[die]
area_of_the_die_sq_um = 10600
std_cell_rows = 30
floorplan_core_density = 0.173
chipWidth_um = 103
core_sq_um = 6760
die_y_um = 103
ioPinCount = 15

[outcome]
run_status = "finished, final reports clean"

[global_routing]
number_of_antenna_violations_at_the_first_check_in_global_routing = 0
grt_pass1_vias = 622
pin_count_of_the_biggest_net_entering_global_routing = 25
first_pass_grt_wire_length_um = 2660
grt_overflow_total = 0
grt_use_total = 0.0295

[placement]
port_buffers = 6
hpwlAfterDp_um = 1190
gpl.final_weighted_congestion = 0.733

[worst_hold_path]
worst_hold_path_type = "reg -> reg"

[run]
warning_count = 25
drv.max_cap_violation_count = 0
metrics by stage:
stage | setup WS (ns) | total power [uW] | cell area [sq um] | instances | utilization
6_report | 2.55 | 205 | 1340 | 193 | 0.199
5_1_grt | 2.47 | 212 | 1340 | 193 | 0.199
4_1_cts | 2.54 | 208 | 1340 | 193 | 0.199
3_5_place_dp | 2.55 | 105 | 1300 | 190 | 0.192
3_3_place_gp | 2.60 | 105 | 1300 | 190 | 0.192
2_1_floorplan | 2.33 | 110 | 1190 | 111 | -
logic make-up after synthesis:
group,count (synthesis),synth area share
buffers and inverters,10,0.0578
AOI/OAI and AO/OA,12,0.0684
other,2,0.00642
xor gates and xnor gates,8,0.0599
and+or+nand+nor,41,0.191
adders and majority gates,4,0.0428
DFF,28,0.573
power by group through the flow:
stage / sequential [uW] / combinational (uW) / clock, uW
CTS: 103 / 0.713 / 105
global route: 102 / 0.926 / 109
finish: 103 / 0.423 / 102
cell type report:
cell class | count | area share
Inverter | 2 | 0.00560
Timing Repair Buffer | 7 | 0.0504
Multi-Input combinational cell | 73 | 0.339
Tap cell | 80 | 0.0746
Sequential cell | 28 | 0.500
Clock buffer | 3 | 0.0308
path summary, 6_finish.rpt:
check                            start              endpoint  slack (ns)  cells after the start
hold / removal    matrixClock.count[0]  matrixClock.count[0]        0.46                      1
hold reg to reg   matrixClock.count[0]  matrixClock.count[0]        0.46                      1
setup reg to reg  matrixClock.count[0]  matrixClock.count[1]        2.55                      5
setup / recovery  matrixClock.count[0]  matrixClock.count[1]        2.55                      5
layer usage:
metal | track usage | vias to the layer above | wire, um | share of wire
met5 | 0 | - | 0 | 0
met4 | 0.00535 | 0 | 8 | 0.0049
met3 | 0.0102 | 2 | 91 | 0.056
met2 | 0.0434 | 16 | 643 | 0.40
met1 | 0.0417 | 317 | 875 | 0.54
li1 | - | 368 | - | -
layout by cell type (no fill, tap or decap), drive strengths merged:
cell type	instances
buf	1
nand2	7
clkbuf	3
o31ai	2
nor2b	4
clkdlybuf4s50	6
nand2b	1
xnor2	4
xor2	4
nor3	3
dfxtp	17
ha	4
and3	1
or3	3
nor2	9
o21ba	1
o221ai	1
a211oi	1
o21ai	3
inv	2
a21oi	4
nand4	1
or4	2
edfxtp	11
conb	8
nand3	9
nand3b	1
state kept, by name, indices dropped and copies added, names as in the netlist:
| register | cells |
|---|---|
| A | 1 |
| address | 5 |
| B | 1 |
| D | 1 |
| E | 1 |
| C | 1 |
| LAT | 1 |
| matrixClock.count | 10 |
| shift_count | 7 |
Power and IR drop assume default switching activity.
