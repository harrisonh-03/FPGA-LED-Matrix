<file path="constraint.sdc">
current_design matrixMain

set clk_period 1.4
set clk_io_pct 0.2

create_clock -name clk0 -period $clk_period [get_ports {CLK100MHZ}]

set non_clock_inputs [all_inputs -no_clocks]
set_input_delay [expr $clk_period * $clk_io_pct] -clock clk0 $non_clock_inputs
set_output_delay [expr $clk_period * $clk_io_pct] -clock clk0 [all_outputs]
</file>
<file path="design.v">
`timescale 1ns / 1ps
module counter(
    input clk,
    output rollover
    );
    parameter n = 16;
    parameter k = 200;
    logic [n-1:0] count;
    initial begin
        count <= 0;
    end
    always @ (posedge clk) begin
            if (count == k - 1)
                count <= 0;
            else
                count <= count + 1;
    end
    assign rollover = (count == k - 1);
endmodule
module matrixMain(
    input CLK100MHZ,
    output logic A,    
    output logic B, 
    output logic C, 
    output logic D, 
    output logic E, 
    output logic CLK,    
    output logic R1, 
    output logic G1, 
    output logic B1, 
    output logic R2, 
    output logic G2, 
    output logic B2, 
    output logic OE, 
    output logic LAT,
    output [5:0] LED
    );
    logic [2:0] rgb1, rgb2;
    initial begin
        rgb1 <= 3'b111;
        rgb2 <= 3'b000;
    end
    logic clk1sec;
    counter #(.n(27), .k(100000000)) secCount (
        .clk(CLK100MHZ),
        .rollover(clk1sec)
    );
    logic clk25MHz;
    counter #(.n(3), .k(4)) MHz25 (
        .clk(CLK100MHZ),
        .rollover(clk25MHz)
    );
    matrix_sm S1 (
        .clock(clk25MHz),
        .rgb1(rgb1),
        .rgb2(rgb2),
        .A(A),
        .B(B),
        .C(C),
        .D(D),
        .E(E),
        .R1(R1),
        .R2(R2),
        .G1(G1),
        .G2(G2),
        .B1(B1),
        .B2(B2),
        .CLK(CLK),
        .OE(OE),
        .LAT(LAT)
    );
    assign LED[5:3] = rgb1;
    assign LED[2:0] = rgb2;
endmodule
module matrix_sm(
    input clock,
    input [2:0] rgb1,
    input [2:0] rgb2,
    output logic A,    
    output logic B, 
    output logic C, 
    output logic D, 
    output logic E, 
    output logic CLK,    
    output logic R1, 
    output logic G1, 
    output logic B1, 
    output logic R2, 
    output logic G2, 
    output logic B2, 
    output logic OE, 
    output logic LAT
    );
    typedef enum logic [2:0] { init,
                         shiftBit,
                         setClock,
                         disableOutput,
                         setAddress,
                         latch,
                         enableOutput } State;
    State currentState, nextState;
    logic [6:0] shift;
    logic [4:0] address;
    always_ff @(posedge clock) begin
        currentState = nextState;
    end
    always_comb begin
        case(currentState)
            init: nextState = shiftBit;
            shiftBit: nextState = setClock;
            setClock: begin
                if (shift != 64)
                    nextState = shiftBit;
                else
                    nextState = disableOutput;
            end
            disableOutput: begin
                nextState = setAddress;
            end
            setAddress: nextState = latch;
            latch: nextState = enableOutput;
            enableOutput: nextState = shiftBit;
            default: nextState = init;
        endcase
    end
    always_ff @(posedge clock) begin
        case(currentState)
            init: begin
                shift <= 0;
                address <= 0;
                OE <= 0;
                LAT <= 0;
                CLK <= 0;
            end
            shiftBit: begin
                    R1 <= rgb1[2];
                    G1 <= rgb1[1];
                    B1 <= rgb1[0];
                    R2 <= rgb2[2];
                    G2 <= rgb2[1];
                    B2 <= rgb2[0];
                CLK <= 0;
                shift += 1;
            end
            setClock: begin
                CLK <= 1;
            end
            disableOutput: begin
                OE <= 1;
                CLK <= 0;
            end
            setAddress: begin
                A <= address[0];
                B <= address[1];
                C <= address[2];
                D <= address[3];
                E <= address[4];
            end
            latch: begin
                LAT <= ~LAT;
            end
            enableOutput: begin
                OE <= 0;
            end
        endcase
    end
endmodule
</file>
<file path="config.mk">
export PLATFORM = sky130hd
export DESIGN_NAME = matrixMain
export DESIGN_NICKNAME = matrixMain
export VERILOG_FILES = /design/flow/design.v
export SDC_FILE = /design/flow/constraint.sdc
export NUM_CORES = 4
export LEC_CHECK = 1
export CORE_AREA = 10 10 75 75
export DIE_AREA = 0 0 85 85
</file>
<file path="run.sh">
#!/bin/bash
# OpenROAD 26Q1-2900-gdf79404cd8, Yosys 0.63+post, stock flow scripts
make -C /OpenROAD-flow-scripts/flow DESIGN_CONFIG=/design/flow/config.mk WORK_HOME=/design/flow/orfs finish
</file>
==> flow_metrics.py <==
# Flow results
metrics = {
    "outcome": {
        "run_status": "completed",
    },
    "logic_synthesis": {
        "yosys_warnings": 4,
        "synth_flops": 16,
        "synth.distinct_cells": 23,
        "postSynthCellCount": 83,
        "yosysChipArea_um2": 837,
        "syn_area_per_cell_um2": 10.1,
        "yosys-stat-cells": 83,
        "synth_seq_share": 0.502,
        "syn_area_um2": 837,
    },
    "finish": {
        "flow.area_growth_from_synthesis_pct": 7.32,
        "instances_no_fill": 137,
        "final_layout_size_suffix_gt1_frac": 0.0575,
        "lay_top_count": "sky130_fd_sc_hd__conb_1",
        "filler_cells": 426,
        "final_layout_top_logic_cells": "sky130_fd_sc_hd__conb_1 (17), sky130_fd_sc_hd__edfxtp_1 (10), sky130_fd_sc_hd__nor2_1 (10)",
    },
    "critical_path": {
        "worst-path-max-fanout": 16,
        "cp_common_cell": "sky130_fd_sc_hd__ha_1",
        "worst-r2r-setup-slack_ns": 0.24,
        "critical_path_cell_count": 3,
        "r2r_start": "MHz25.count[0]$_SDFF_PN0_",
        "worstReg2RegEnd": "MHz25.count[1]$_SDFF_PN0_",
        "cp_num_buf_inv": 0,
        "startpoint": "MHz25.count[0]$_SDFF_PN0_",
        "critPathMaxStageDelay_ns": 0.46,
        "worst_setup_path_start_kind": "register",
        "cp_top_family": "adder cells",
        "timing.critical_path.to": "MHz25.count[1]$_SDFF_PN0_",
        "setup.worst_path.end_class": "register",
        "classification_of_the_worst_setup_path": "reg -> reg",
        "worst-endpoint-required_ns": 1.48,
        "critical_path.cell_chain": "ha_1 > ha_1 > nor2b_1",
        "crit_path_top_delay_cell": "sky130_fd_sc_hd__ha_1",
        "critPathArrivalTime_ns": 1.24,
        "r2r.worst_path.cells": 3,
    },
    "die": {
        "fp_util": 0.206,
        "placeableCoreArea_mm2": 0.00406,
        "boundaryPins": 21,
        "die_w_um": 85,
        "core.rowCount": 23,
        "fp.dieH_um": 85,
        "floorplan.die_area_mm2": 0.00723,
    },
    "timing": {
        "unclocked_regs": 13,
        "timing.setup.tns_ns": 0,
        "count_of_endpoints_without_a_timing_constraint": 26,
        "timing.slew.headroom": 0.568,
        "finalClockPeriodUsage": 0.829,
        "hold_violation_count_in_the_final_report": 0,
        "grt_setup_unrepaired": "no",
        "maxClockFrequency_ghz": 0.862,
        "timing.final.max_slew_violations": 0,
        "finalWorstPathRequiredPeriod_ns": 1.16,
        "total_setup_violations_reported_at_the_end_of_the_flow": 0,
        "timing.clock.skew_ns": 0.000835,
        "max_slew.worst_pin.slew_ns": 0.645,
    },
    "clock_tree": {
        "post_cts.resized_instances": 0,
        "h-tree-depth": 1,
        "ctsRootBufferMaster": "sky130_fd_sc_hd__clkbuf_8",
        "numCtsBuffers": 3,
        "cts.repair_timing.setup_buffer_count": 0,
        "clkSlewWorstSetupHoldPaths_ns": 0.03,
        "clk_latency_ns": 0.21,
        "cts_hold_repair.buffers": 0,
        "tritoncts": "done",
        "cts_max_path_buffers": 2,
    },
    "flow_run": {
        "openroad.warnings": 26,
        "drv_cap": 0,
    },
    "detailed_routing": {
        "drt_wl_total_um": 1230,
        "vias_per_cell": 3.52,
        "route.antenna.remaining_nets": 0,
        "antenna_cells": 0,
        "dr_total_vias": 482,
        "drc_violation_total_after_the_first_tritonroute_iteration": 32,
        "post_drt_wl_per_cell_um": 9.00,
        "post-route-drc-count": 0,
        "drtPass1Iterations": 4,
    },
    "place": {
        "gp_congestion": 0.807,
        "place_inst": 133,
        "hpwl_um": 973,
        "placement.io_buffers": 3,
    },
    "global_route": {
        "global_route.usage.total": 0.0317,
        "maximum_number_of_pins_on_one_net_before_global_route_repair": 17,
        "grt_antenna_before_repair": 0,
        "grt.overflow.total": 0,
        "first_global_vias": 467,
        "global_route_wire_length_before_repair_um": 2020,
    },
    "power_and_ir_drop": {
        "power.leakage_uw": 0.000380,
        "total_power_uw": 339,
        "powerDensity_mw_per_mm2": 377,
        "vdd_ir_drop_max_mv": 0.375,
    },
    "worst_hold_path": {
        "min-delay-path-class": "reg -> reg",
        "whs_path_depth": 1,
    },
}
[registers in the layout (all words and copies together), names as in the netlist]
signal           flops
S1.shift             7
S1.OE                1
S1.CLK               1
MHz25.count          3
S1.currentState      3
S1.LAT               1
[layout make-up]
cell class              instances  area (um2)  area share
clock buffers                   4        45.0      0.0501
inverters                       6        22.5      0.0251
multi-input cells              58         318       0.354
flip-flops and latches         16         420       0.468
well taps                      50        62.6      0.0696
repair buffers                  3        30.0      0.0334
[cells in the mapped netlist (all sizes together)]
library cell / instances / area (um2)
nand3: 3 / 15.0
ha: 4 / 50.1
nor4b: 1 / 8.76
inv: 6 / 22.5
conb: 2 / 7.51
xor2: 3 / 26.3
a21o: 1 / 7.51
nor4: 1 / 6.26
nor2b: 2 / 12.5
edfxtp: 10 / 300
and2: 1 / 6.26
dfxtp: 6 / 120
nand4: 1 / 6.26
o21ai: 5 / 25.0
xnor2: 1 / 8.76
a21oi: 2 / 13.8
or3: 3 / 18.8
nand2: 3 / 11.3
buf: 18 / 133
nor2: 10 / 37.5
[how the worst min path moves through the flow]
stage,from,end,slack (ns)
after CTS,MHz25.count[0]$_SDFF_PN0_,MHz25.count[0]$_SDFF_PN0_,0.42
final,MHz25.count[0]$_SDFF_PN0_,MHz25.count[0]$_SDFF_PN0_,0.42
after global routing,MHz25.count[0]$_SDFF_PN0_,MHz25.count[0]$_SDFF_PN0_,0.44
[per-layer routing]
| metal | track usage | wire (um) |
|---|---|---|
| met5 | 0 | 0 |
| met4 | 0.00599 | 0 |
| met3 | 0.0116 | 63 |
| met2 | 0.0525 | 598 |
| met1 | 0.0390 | 570 |
[per-stage QoR]
step	hold WS [ns]	setup WS (ns)	cell area, um2	utilization
2_1_floorplan	0.399	0.422	893	-
3_3_place_gp	0.406	0.304	853	0.210
3_5_place_dp	0.416	0.242	853	0.210
4_1_cts	0.420	0.233	898	0.221
5_1_grt	0.437	0.163	898	0.221
6_report	0.417	0.240	898	0.221
[worst reg2reg max path, stage by stage, from the launching register on]
cell	delay [ns]
sky130_fd_sc_hd__dfxtp_1	0.32
sky130_fd_sc_hd__ha_1	0.15
sky130_fd_sc_hd__ha_1	0.46
sky130_fd_sc_hd__nor2b_1	0.10
[power by group]
part	internal, uW	switching, uW	total [uW]
combinational	0	2.93	2.93
sequential	86.1	0	86.1
clock	194	55.8	250
total	280	58.7	339
[kinds of logic (layout without fill, tap and decap cells)]
family / Yosys count / count (layout) / share of synthesized area
XOR/XNOR: 4 / 4 / 0.0419
AND/OR/NAND/NOR: 25 / 25 / 0.147
buffers and inverters: 24 / 13 / 0.185
other: 2 / 17 / 0.00897
AND-OR/OR-AND: 8 / 8 / 0.0553
flip-flops: 16 / 16 / 0.502
adder cells (fa/ha/maj): 4 / 4 / 0.0598
