==> ./design.v <==
`timescale 1ns / 1ps
module counter(
    input clk,
    output rollover
    );
    parameter n = 16;
    parameter k = 200;
    logic [n-1:0] count;
    initial begin
        count <= 0;
    end
    always @ (posedge clk) begin
            if (count == k - 1)
                count <= 0;
            else
                count <= count + 1;
    end
    assign rollover = (count == k - 1);
endmodule
module gradientFSM (
    input clock,
    input [31:0] r1,
    input [31:0] r2,
    input [31:0] g1,
    input [31:0] g2,
    input [31:0] b1,
    input [31:0] b2,
    output logic A,    
    output logic B, 
    output logic C, 
    output logic D, 
    output logic E, 
    output logic CLK,    
    output logic R1, 
    output logic G1, 
    output logic B1, 
    output logic R2, 
    output logic G2, 
    output logic B2, 
    output logic OE, 
    output logic LAT
    );
    typedef enum logic [2:0] { init,
                         shiftBit,
                         setClock,
                         disableOutput,
                         setAddress,
                         latch,
                         enableOutput } State;
    State currentState, nextState;
    logic [6:0] shift;
    logic [4:0] address;
    always_ff @(posedge clock) begin
        currentState = nextState;
    end
    always_comb begin
        case(currentState)
            init: nextState = shiftBit;
            shiftBit: nextState = setClock;
            setClock: begin
                if (shift != 64)
                    nextState = shiftBit;
                else
                    nextState = disableOutput;
            end
            disableOutput: begin
                nextState = setAddress;
            end
            setAddress: nextState = latch;
            latch: nextState = enableOutput;
            enableOutput: nextState = shiftBit;
            default: nextState = init;
        endcase
    end
    always_ff @(posedge clock) begin
        case(currentState)
            init: begin
                shift <= 0;
                address <= 0;
                OE <= 0;
                LAT <= 0;
                CLK <= 0;
            end
            shiftBit: begin
                    R1 <= r1[shift-1];
                    G1 <= g1[shift-1];
                    B1 <= b1[shift-1];
                    R2 <= r2[shift-1];
                    G2 <= g2[shift-1];
                    B2 <= b2[shift-1];
                CLK <= 0;
                shift += 1;
            end
            setClock: begin
                CLK <= 1;
            end
            disableOutput: begin
                OE <= 1;
                CLK <= 0;
            end
            setAddress: begin
                A <= address[0];
                B <= address[1];
                C <= address[2];
                D <= address[3];
                E <= address[4];
                address += 1;    
            end
            latch: begin
                LAT <= ~LAT;
            end
            enableOutput: begin
                OE <= 0;
            end
        endcase
    end
endmodule
module matrixGradient(
    input CLK100MHZ,
    output logic A,    
    output logic B, 
    output logic C, 
    output logic D, 
    output logic E, 
    output logic CLK,    
    output logic R1, 
    output logic G1, 
    output logic B1, 
    output logic R2, 
    output logic G2, 
    output logic B2, 
    output logic OE, 
    output logic LAT
    );
    logic [31:0] r1;
    logic [31:0] r2;
    logic [31:0] g1;
    logic [31:0] g2;
    logic [31:0] b1;
    logic [31:0] b2;
    assign r1[9:0] = 1;
    assign g1[9:0] = 0;
    assign b1[9:0] = 0;
    assign r1[19:10] = 0;
    assign g1[19:10] = 0;
    assign b1[19:10] = 1;
    assign r1[29:20] = 0;
    assign g1[29:20] = 1;
    assign b1[29:20] = 0;   
    assign r1[31:30] = 1;
    assign g1[31:30] = 1;
    assign b1[31:30] = 0;
    assign r2[7:0] = 1;
    assign g2[7:0] = 1;
    assign b2[7:0] = 0;
    assign r2[17:8] = 1;
    assign g2[17:8] = 0;
    assign b2[17:8] = 1;
    assign r2[27:18] = 0;
    assign g2[27:18] = 1;
    assign b2[27:18] = 1;   
    assign r2[31:28] = 1;
    assign g2[31:28] = 1;
    assign b2[31:28] = 1;     
    logic clk20MHz;
    counter #(.n(3), .k(5)) MHz25 (
        .clk(CLK100MHZ),
        .rollover(clk20MHz)
    );
    gradientFSM F1 (
        .clock(clk20MHz),
        .r1(r1),
        .r2(r2),
        .g1(g1),
        .g2(g2),
        .b1(b1),
        .b2(b2),
        .A(A),
        .B(B),
        .C(C),
        .D(D),
        .E(E),
        .R1(R1),
        .R2(R2),
        .G1(G1),
        .G2(G2),
        .B1(B1),
        .B2(B2),
        .CLK(CLK),
        .OE(OE),
        .LAT(LAT)
    );
endmodule
==> ./run.sh <==
#!/bin/bash
# OpenROAD 26Q1-2900-gdf79404cd8, Yosys 0.63+post, stock flow scripts
make -C /OpenROAD-flow-scripts/flow DESIGN_CONFIG=/design/flow/config.mk WORK_HOME=/design/flow/orfs finish
==> ./config.mk <==
export PLATFORM = sky130hd
export DESIGN_NAME = matrixGradient
export DESIGN_NICKNAME = matrixGradient
export VERILOG_FILES = /design/flow/design.v
export SDC_FILE = /design/flow/constraint.sdc
export NUM_CORES = 4
export LEC_CHECK = 1
export CORE_UTILIZATION = 30
==> ./constraint.sdc <==
current_design matrixGradient

set clk_period 1.9
set clk_io_pct 0.2

create_clock -name clk0 -period $clk_period [get_ports {CLK100MHZ}]

set non_clock_inputs [all_inputs -no_clocks]
set_input_delay [expr $clk_period * $clk_io_pct] -clock clk0 $non_clock_inputs
set_output_delay [expr $clk_period * $clk_io_pct] -clock clk0 [all_outputs]
==> ci_impl_report.md <==
## Synthesis and layout report

| Metric | Value |
|---|---|
| Vias in the first global route | `about 960` |
| DR vias/cell | `about 4.4` |
| Met2 wire len | `roughly 1100 microns` |
| Post-CTS setup buffers | `0` |
| Yosys stat area | `1610 sq um` |
| Post-CTS sizing | `0` |
| Drc violations | `0` |
| Number of library cell types mapped by synthesis | `37` |
| Area leader share | `0.484` |
| CTS tree | `built` |
| Hold_buf cts | `0` |
| Register share after synthesis | `0.559` |
| RSZ-0062 raised after global routing | `no` |
| Met3 wire length | `~43 microns` |
| Final Hold Fails | `0` |
| Area leader, netlist | `edfxtp_1` |
| RePlAce Congestion | `between 0.8 and 0.9` |
| Avg WL per Cell | `10.2 microns` |
| Critical-path maximum fanout | `3` |
| Initial core utilization | `0.314` |
| Root Driver | `clkbuf_8` |
| Rows | `26` |
| N_diodes | `0` |
| Max frequency | `about 1.1 GHz` |
| DRT Wirelength | `between 2000 and 2500 microns` |
| Gate count of the mapped netlist | `between 100 and 150` |
| Pre-CTS WS | `approximately 0.95 ns` |
| Clock buffer depth | `2` |
| IO Port Bufs | `14` |
| Synth area leaders | `edfxtp_1 48%, dfxtp_1 7.5%, ha_1 4.7%, nor2_1 4.4%, xor2_1 3.8%` |
| Post-synth ARST share | `0` |
| Pre-antenna DRT Iters | `4` |
| Total track usage | `0.0925` |
| Die outline area | `5670 sq um` |
| Clk pin slew, worst setup/hold paths | `~0.030 ns` |
| Antenna Nets Post-Route | `0` |
| Min-Delay Path Class | `reg -> reg` |
| Top sig layer | `met3` |
| Crit share post-route | `0.496` |
| Maximum Capacitance Violations | `0` |
| Num ports | `15` |
| Pin slew with the least headroom to its limit | `between 0.5 and 0.6 ns` |
| Register pins left without a clock | `29` |
| Startpoint Class | `flop` |
| Endpoints left unconstrained | `69` |
| Tool Warnings | `28` |
| Die Width | `approximately 75 microns` |
| Ys cells | `between 100 and 150` |
| Critical path arrival | `approximately 1.1 ns` |
| Endpoints failing setup | `0` |
| Vert. Die Dim | `approximately 75 microns` |
| Maximum vdd drop | `approximately 670 uV` |
| Max-slew violation count | `0` |
| Main flop type | `edfxtp_1` |
| Yosys reg bits | `32` |
| Setup TNS | `0 ns` |
| Count of library flops with an enable pin | `26` |
| 1st-iter DRT viols | `30` |
| Minimum clock period | `approximately 0.94 ns` |
| Crit path required time | `a little over 2 ns` |
| Pwr/cell area | `~130 nW/um^2` |
| DPL Wire Length | `~1700 microns` |
| Area growth from synthesis to layout | `14.9%` |
| Mean Syn Cell Area | `around 12 sq um` |
| Final worst slack | `between 0.9 and 1 ns` |
| Status | `complete, no violations` |
| H-tree levels | `1` |
| Synth warn | `2` |
| Share of cells above drive strength 1 | `0.0662` |
| Initial antenna violation count | `0` |
| Crit end category | `flop` |
| Largest net degree at the start of global routing | `30` |
| Via count | `slightly below 1000` |
| Area of the core | `between 5000 and 6000 sq um` |
| Met1 wire length | `between 1000 and 1500 microns` |
| Synthesized area | `around 1600 sq um` |
| First-pass GRT wire length | `just over 4000 microns` |
| Clk latency of the worst-skew pair | `approximately 0.21 ns` |
| Leakage power | `approximately 0.00069 uW` |
| Clock skew | `0.000374 ns` |
| Critical path class | `reg -> reg` |
| Rel. slew slack | `0.627` |
| Cts bufs inserted | `3` |
| Overflow after GRT | `0` |
## layout make-up
type	count	area, sq um
sequential	32	901
multi-input combinational	90	633
inverter	10	37.5
fill	530	3290
timing repair buffer	15	148
clock buffer	4	45.0
tap	70	87.6
## power breakdown
group | switching, uW | internal [uW]
clock network | 39.8 | 143
registers | 0 | 63.5
logic | 0 | 0
## cells by family after synthesis
group | count (synthesis) | synth area share
DFF | 32 | 0.559
muxes | 1 | 0.00621
AOI/OAI and AO/OA | 14 | 0.0613
buffers and inverters | 17 | 0.0481
adders and majority gates | 6 | 0.0466
xor gates and xnor gates | 12 | 0.0769
and+or+nand+nor | 57 | 0.202
## routing by layer
metal	track usage	vias up
met5	0	-
met3	0.0107	0
li1	-	505
met1	0.144	459
met4	0.00206	0
met2	0.155	12
## synth_stat cells (all sizes together), types with 2 or more instances
master	count
nand2	4
xnor2	4
o21ai	2
xor2	8
edfxtp	26
and2	2
a31oi	3
clkbuf	4
dfxtp	6
nand3	8
a21o	3
nor2	19
inv	10
or3	3
ha	6
nand2b	5
nor3	7
buf	3
o211ai	3
nor2b	2
## cells in the final DEF (no fill, tap or decap), types with 2 or more instances in the layout
master / count
ha_1: 6
nand2b_1: 5
or3_1: 3
o21ai_0: 2
inv_1: 10
nand3_1: 8
nor2b_1: 2
nor3_1: 6
and2_1: 2
o211ai_1: 3
nand2_1: 4
edfxtp_1: 26
xnor2_1: 4
dfxtp_1: 6
nor2_1: 19
clkbuf_8: 3
clkdlybuf4s50_1: 14
xor2_1: 7
a31oi_1: 2
a21o_1: 3
## final timing paths
| path | slack, ns | start | cells past startpoint | endpoint |
|---|---|---|---|---|
| hold / removal | 0.46 | MHz25.count[2]$_SDFF_PN0_ | 1 | MHz25.count[2]$_SDFF_PN0_ |
| setup / recovery | 0.96 | MHz25.count[0]$_SDFF_PN0_ | 4 | MHz25.count[1]$_SDFF_PN0_ |
| setup reg to reg | 0.96 | MHz25.count[0]$_SDFF_PN0_ | 4 | MHz25.count[1]$_SDFF_PN0_ |
| hold reg to reg | 0.46 | MHz25.count[2]$_SDFF_PN0_ | 1 | MHz25.count[2]$_SDFF_PN0_ |
## worst max-delay path: stages, from the launching register on
cell	delay, ns
dfxtp_1	0.35
inv_1	0.05
ha_1	0.19
and2_1	0.18
nor2b_1	0.11
## sequential cells by signal (all words and copies together), names as in the netlist, 3 cells and up
| register | cells |
|---|---|
| F1.shift | 7 |
| F1.currentState | 3 |
| MHz25.count | 3 |
| F1.address | 5 |
## through the flow
| step | util | total power, uW | hold WS [ns] | instance area (sq um) | std cells |
|---|---|---|---|---|---|
| 2_1_floorplan | - | 64.3 | 0.417 | 1610 | 139 |
| 3_3_place_gp | 0.352 | 64.3 | 0.428 | 1810 | 217 |
| 3_5_place_dp | 0.352 | 64.3 | 0.451 | 1810 | 217 |
| 4_1_cts | 0.360 | 251 | 0.464 | 1850 | 221 |
| 5_1_grt | 0.360 | 260 | 0.487 | 1850 | 221 |
| 6_report | 0.360 | 246 | 0.456 | 1850 | 221 |
Power figures rest on the tool's default switching activity, not on a simulated workload.
